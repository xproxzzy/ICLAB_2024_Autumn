==> design.v <==
module CLK_1_MODULE (
    clk,
    rst_n,
    in_valid,
	in_row,
    in_kernel,
    out_idle,
    handshake_sready,
    handshake_din,
    flag_handshake_to_clk1,
    flag_clk1_to_handshake,
	fifo_empty,
    fifo_rdata,
    fifo_rinc,
    out_valid,
    out_data,
    flag_clk1_to_fifo,
    flag_fifo_to_clk1
);
input clk;
input rst_n;
input in_valid;
input [17:0] in_row;
input [11:0] in_kernel;
input out_idle;
output reg handshake_sready;
output reg [29:0] handshake_din;
input  flag_handshake_to_clk1;
output flag_clk1_to_handshake;
input fifo_empty;
input [7:0] fifo_rdata;
output fifo_rinc;
output reg out_valid;
output reg [7:0] out_data;
output flag_clk1_to_fifo;
input flag_fifo_to_clk1;
parameter IDLE = 3'd0;
parameter GET = 3'd1;
parameter SEND = 3'd2;
parameter WAIT_SEND = 3'd3;
parameter WAIT_ANS = 3'd4;
parameter READ = 3'd5;
integer i;
reg [2:0] input_counter;
reg [2:0] next_input_counter;
reg [17:0] row_reg [5:0];
reg [17:0] next_row_reg [5:0];
reg [11:0] kernel_reg [5:0];
reg [11:0] next_kernel_reg [5:0];
reg [2:0] send_counter;
reg [2:0] next_send_counter;
reg [7:0] output_counter;
reg [7:0] next_output_counter;
reg [2:0] state;
reg [2:0] next_state;
reg [1:0] fifo_rinc_reg;
reg [1:0] next_fifo_rinc_reg;
always @ (posedge clk or negedge rst_n)
begin
    if(!rst_n)
    begin
        state <= 3'd0;
        input_counter <= 3'd0;
        for(i = 0; i < 6; i = i+1)
        begin
            row_reg[i] <= 18'd0;
        end
        for(i = 0; i < 6; i = i+1)
        begin
            kernel_reg[i] <= 12'd0;
        end
        send_counter <= 3'd0;
        output_counter <= 8'd0;
        fifo_rinc_reg <= 2'd0;
    end
    else
    begin
        state <= next_state;
        input_counter <= next_input_counter;
        for(i = 0; i < 6; i = i+1)
        begin
            row_reg[i] <= next_row_reg[i];
        end
        for(i = 0; i < 6; i = i+1)
        begin
            kernel_reg[i] <= next_kernel_reg[i];
        end
        send_counter <= next_send_counter;
        output_counter <= next_output_counter;
        fifo_rinc_reg <= next_fifo_rinc_reg;
    end
end
always @ (*)
begin
    case(state)
    IDLE:
    begin
        if(in_valid) next_state = GET;
        else next_state = IDLE;
    end
    GET:
    begin
        if(input_counter == 3'd5) next_state = SEND;
        else next_state = GET;
    end
    SEND:
    begin
        if((send_counter == 3'd5) && (handshake_sready == 1'b1)) next_state = READ;
        else next_state = SEND;
    end
    READ:
    begin
        if(output_counter == 8'd149) next_state = IDLE;
        else next_state = READ;
    end
    default:
    begin
        next_state = IDLE;
    end
    endcase
end
always @ (*)
begin
    if(in_valid) next_input_counter = input_counter + 3'd1;
    else next_input_counter = 3'd0;
end
always @ (*)
begin
    if(handshake_sready == 1'b1)
    begin
        if(send_counter == 3'd5) next_send_counter = 3'd0;
        else  next_send_counter = send_counter + 3'd1;
    end
    else next_send_counter = send_counter;
end
always @ (*)
begin
    if(out_valid == 1'b1)
    begin
        if(output_counter == 8'd149) next_output_counter = 8'd0;
        else next_output_counter = output_counter + 8'd1;
    end
    else next_output_counter = output_counter;
end
always @ (*)
begin
    for(i = 0; i < 6; i = i+1)
    begin
        next_row_reg[i] = row_reg[i];
    end
    if(in_valid) next_row_reg[input_counter] = in_row;
end
always @ (*)
begin
    for(i = 0; i < 6; i = i+1)
    begin
        next_kernel_reg[i] = kernel_reg[i];
    end
    if(in_valid) next_kernel_reg[input_counter] = in_kernel;
end
always @ (*)
begin
    if((state == SEND) && (out_idle == 1'b1)) handshake_sready = 1'b1;
    else handshake_sready = 1'b0;
end
always @ (*)
begin
    if((state == SEND) && (out_idle == 1'b1)) handshake_din = {row_reg[send_counter], kernel_reg[send_counter]};
    else handshake_din = 30'd0;
end
assign fifo_rinc = ((state == READ) && (fifo_empty == 1'b0))?(1'b1):(1'b0);
always @ (*)
begin
    next_fifo_rinc_reg[1] = fifo_rinc_reg[0];
    next_fifo_rinc_reg[0] = fifo_rinc;
end
always @ (*)
begin
    out_valid = fifo_rinc_reg[1];
end
always @ (*)
begin
    if(out_valid == 1'b1) out_data = fifo_rdata;
    else out_data = 8'd0;
end
endmodule
module CLK_2_MODULE (
    clk,
    rst_n,
    in_valid,
    fifo_full,
    in_data,
    out_valid,
    out_data,
    busy,
    flag_handshake_to_clk2,
    flag_clk2_to_handshake,
    flag_fifo_to_clk2,
    flag_clk2_to_fifo
);
input clk;
input rst_n;
input in_valid;
input fifo_full;
input [29:0] in_data;
output reg out_valid;
output reg [7:0] out_data;
output reg busy;
input  flag_handshake_to_clk2;
output flag_clk2_to_handshake;
input  flag_fifo_to_clk2;
output flag_clk2_to_fifo;
parameter IDLE = 3'd0;
parameter GET = 3'd1;
parameter CAL = 3'd2;
integer i;
reg [2:0] input_counter;
reg [2:0] next_input_counter;
reg [17:0] row_reg [5:0];
reg [17:0] next_row_reg [5:0];
reg [11:0] kernel_reg [5:0];
reg [11:0] next_kernel_reg [5:0];
reg [7:0] output_counter;
reg [7:0] next_output_counter;
reg [2:0] state;
reg [2:0] next_state;
reg [2:0] column_counter;
reg [2:0] next_column_counter;
reg [2:0] row_counter;
reg [2:0] next_row_counter;
reg [2:0] kernel_counter;
reg [2:0] next_kernel_counter;
always @ (posedge clk or negedge rst_n)
begin
    if(!rst_n)
    begin
        state <= 3'd0;
        input_counter <= 3'd0;
        for(i = 0; i < 6; i = i+1)
        begin
            row_reg[i] <= 18'd0;
        end
        for(i = 0; i < 6; i = i+1)
        begin
            kernel_reg[i] <= 12'd0;
        end
        column_counter <= 3'd0;
        row_counter <= 3'd0;
        kernel_counter <= 3'd0;
        output_counter <= 8'd0;
    end
    else
    begin
        state <= next_state;
        input_counter <= next_input_counter;
        for(i = 0; i < 6; i = i+1)
        begin
            row_reg[i] <= next_row_reg[i];
        end
        for(i = 0; i < 6; i = i+1)
        begin
            kernel_reg[i] <= next_kernel_reg[i];
        end
        column_counter <= next_column_counter;
        row_counter <= next_row_counter;
        kernel_counter <= next_kernel_counter;
        output_counter <= next_output_counter;
    end
end
always @ (*)
begin
    case(state)
    IDLE:
    begin
        if(in_valid && (input_counter == 3'd5)) next_state = CAL;
        else next_state = IDLE;
    end
    CAL:
    begin
        if((output_counter == 8'd149) && (out_valid == 1'b1)) next_state = IDLE;
        else next_state = CAL;
    end
    default:
    begin
        next_state = IDLE;
    end
    endcase
end
always @ (*)
begin
    if(in_valid)
    begin
        if(input_counter == 3'd5) next_input_counter = 3'd0;
        else next_input_counter = input_counter + 3'd1;
    end
    else next_input_counter = input_counter;
end
always @ (*)
begin
    if(out_valid == 1'b1)
    begin
        if(column_counter == 3'd4) next_column_counter = 3'd0;
        else next_column_counter = column_counter + 3'd1;
    end
    else next_column_counter = column_counter;
end
always @ (*)
begin
    if((out_valid == 1'b1) && (column_counter == 3'd4))
    begin
        if(row_counter == 3'd4) next_row_counter = 3'd0;
        else next_row_counter = row_counter + 3'd1;
    end
    else next_row_counter = row_counter;
end
always @ (*)
begin
    if((out_valid == 1'b1) && (row_counter == 3'd4) && (column_counter == 3'd4))
    begin
        if(kernel_counter == 3'd5) next_kernel_counter = 3'd0;
        else next_kernel_counter = kernel_counter + 3'd1;
    end
    else next_kernel_counter = kernel_counter;
end
always @ (*)
begin
    if(out_valid == 1'b1)
    begin
        if(output_counter == 8'd149) next_output_counter = 8'd0;
        else next_output_counter = output_counter + 8'd1;
    end
    else next_output_counter = output_counter;
end
always @ (*)
begin
    for(i = 0; i < 6; i = i+1)
    begin
        next_row_reg[i] = row_reg[i];
    end
    if(in_valid) next_row_reg[input_counter] = in_data[29:12];
end
always @ (*)
begin
    for(i = 0; i < 6; i = i+1)
    begin
        next_kernel_reg[i] = kernel_reg[i];
    end
    if(in_valid) next_kernel_reg[input_counter] = in_data[11:0];
end
always @ (posedge clk or negedge rst_n)
begin
    if(!rst_n) busy <= 1'b0;
    else busy <= busy;
end
always @ (*)
begin
    if((state == CAL) && (fifo_full == 1'b0)) out_valid = 1'b1;
    else out_valid = 1'b0;
end
always @ (*)
begin
    if(state == CAL)
    begin
        case(column_counter)
        3'd0:
        begin
            out_data =  row_reg[row_counter][2:0] * kernel_reg[kernel_counter][2:0] + 
                        row_reg[row_counter][5:3] * kernel_reg[kernel_counter][5:3] + 
                        row_reg[row_counter+1][2:0] * kernel_reg[kernel_counter][8:6] + 
                        row_reg[row_counter+1][5:3] * kernel_reg[kernel_counter][11:9];
        end
        3'd1:
        begin
            out_data =  row_reg[row_counter][5:3] * kernel_reg[kernel_counter][2:0] + 
                        row_reg[row_counter][8:6] * kernel_reg[kernel_counter][5:3] + 
                        row_reg[row_counter+1][5:3] * kernel_reg[kernel_counter][8:6] + 
                        row_reg[row_counter+1][8:6] * kernel_reg[kernel_counter][11:9];
        end
        3'd2:
        begin
            out_data =  row_reg[row_counter][8:6] * kernel_reg[kernel_counter][2:0] + 
                        row_reg[row_counter][11:9] * kernel_reg[kernel_counter][5:3] + 
                        row_reg[row_counter+1][8:6] * kernel_reg[kernel_counter][8:6] + 
                        row_reg[row_counter+1][11:9] * kernel_reg[kernel_counter][11:9];
        end
        3'd3:
        begin
            out_data =  row_reg[row_counter][11:9] * kernel_reg[kernel_counter][2:0] + 
                        row_reg[row_counter][14:12] * kernel_reg[kernel_counter][5:3] + 
                        row_reg[row_counter+1][11:9] * kernel_reg[kernel_counter][8:6] + 
                        row_reg[row_counter+1][14:12] * kernel_reg[kernel_counter][11:9];
        end
        3'd4:
        begin
            out_data =  row_reg[row_counter][14:12] * kernel_reg[kernel_counter][2:0] + 
                        row_reg[row_counter][17:15] * kernel_reg[kernel_counter][5:3] + 
                        row_reg[row_counter+1][14:12] * kernel_reg[kernel_counter][8:6] + 
                        row_reg[row_counter+1][17:15] * kernel_reg[kernel_counter][11:9];
        end
        default:
        begin
            out_data = 8'd0;
        end
        endcase
    end
    else out_data = 8'd0;
end
endmodule
==> run.sh <==
#!/bin/bash
# OpenROAD 26Q1-2900-gdf79404cd8, Yosys 0.63+post, stock flow scripts
make -C /OpenROAD-flow-scripts/flow DESIGN_CONFIG=/design/flow/config.mk WORK_HOME=/design/flow/orfs finish
==> config.mk <==
export PLATFORM = sky130hd
export DESIGN_NAME = CLK_2_MODULE
export DESIGN_NICKNAME = CLK_2_MODULE
export VERILOG_FILES = /design/flow/design.v
export SDC_FILE = /design/flow/constraint.sdc
export NUM_CORES = 4
export LEC_CHECK = 1
export CORE_UTILIZATION = 30
==> constraint.sdc <==
current_design CLK_2_MODULE

set clk_period 18.4
set clk_io_pct 0.2

create_clock -name clk0 -period $clk_period [get_ports {clk}]

set non_clock_inputs [all_inputs -no_clocks]
set_input_delay [expr $clk_period * $clk_io_pct] -clock clk0 $non_clock_inputs
set_output_delay [expr $clk_period * $clk_io_pct] -clock clk0 [all_outputs]
==> Changelog: implementation <==
## Implementation

- Unrepaired setup endpoints after global routing: false
- Gate Count Post-Synth: 1442
- Final non-filler cell total: 2166
- WP data required: 14.72 ns
- Worst reg2reg path startpoint: row_counter[0]
- Max frequency: 81.8 MHz
- CTS buffer count: 26
- CTS tree: yes
- Final setup vio count: 0
- Top_reg_cell synth: dfrtp_1
- Yosys cell count: 1442
- Vias in the first global route: 11800
- Largest net degree at the start of global routing: 123
- # IOs: 48
- DRT iter0 DRCs: 704
- Hold Crit Class: reg -> reg
- Post-synthesis cell type count: 60
- ANT cells: 0
- Crit path time final: 12.22 ns
- Pre-CTS setup slack: 6.87 ns
- Syn Area/Cell: 10.9 um2
- Die H: 230 um
- Max-slew headroom: 0.308
- Commonest cells post-synth: dfrtp_1, mux2_2, inv_1
- Htree depth: 1
- Post-synth EDFFs: 0
- # Post-CTS Setup Buffers: 0
- GRT Overall Usage: 0.158
- Arr. time, crit path: 8.54 ns
- Post-synth ARST share: 1.00
- Drt pass-1 iters: 8
- Slowest CP cell: nor2_1
- Hold endpoint: kernel_reg[1][7]
- Post-CTS Hold Fix Bufs: 0
- Worst path bufs/invs: 7
- Via Count: 11000
- Register share after synthesis: 0.323
- Largest register FFs: 108
- Flop-to-flop setup slack: 15.99 ns
- Via-to-Cell Ratio: 5.07
- Worst stage delay on the critical path: 0.78 ns
- Core Box Area: 51400 um2
- Slew Limit Fails: 0
- WHS Path Cells: 1
- Inst Count DP: 2118
- Routed WL: 38.5 mm
- Fin crit share: 0.664
- Largest area contributor in the netlist: dfrtp_1
- Chip area: 53100 um2
- Reg clk slew, reported paths: 0.06 ns
- OpenROAD warnings: 37
- PortBufs: 42
- Drt wl/cell: 17.8 um
- Latency at later pin: 0.55 ns
- Status: complete, no violations
- Hpwl dp: 26.5 mm
- Share of post-route cells with drive strength above 1: 0.207
- Post-DRT Antenna Nets: 0
- Worst R2R End: kernel_counter[1]
- Count leader, synth: dfrtp_1
- Initial antenna violation count: 0
- Area share, top type: 0.321
- Post_cts resized: 0
- Total grt overflow: 0
- Max-cap viol count: 0
- Crit path kind: reg -> out
- Synth area leaders: dfrtp_1, fa_1, mux2_2, ha_1, inv_1
- Initial Util: 0.305
- Final tally of hold violations: 0
- Layout Area Growth over Synthesis: 12.9%
- Ys flops: 202
- HP Start: kernel_reg[1][7]
- CP Capture Type: output port
- Sinks on Clock Net: 202
- Startpoint types: flip-flop
- Fillers: 5034
- Die Width: 230 um
- Area reported by Yosys stat: 15700 um2
- Maximum clock insertion buffer count: 3
- Crit-path max FO: 19
- Routability cong.: 0.883
- R2R depth: 7
- Most frequent CP cell: fa_1
- Setup TNS: 0 ns
- Fin util: 0.344
- Worst-margin pin slew: 1.03 ns
- Clock root buffer: clkbuf_16
- Crit path max-delay family: adder cells
- Worst clock skew: 0.0156 ns
- Yosys Warn Count: 7
- DRC errors left: 0
- Rows: 83
- Mapped Area: 15700 um2
- First-pass GRT wire length: 63.8 mm
- Setup ws final: 6.18 ns
per-layer routing:
layer / global-route usage / vias up / part of all wire
li1: - / 5075 / -
met1: 0.221 / 5555 / 0.43
met2: 0.254 / 293 / 0.48
met3: 0.0363 / 53 / 0.062
met4: 0.0346 / 0 / 0.023
met5: 0 / - / 0
worst max path at each step:
| stage | startpoint | to | slack, ns | depth (start not counted) |
|---|---|---|---|---|
| after CTS | row_counter[2] | out_data[6] | 6.20 | 25 |
| after global routing | row_counter[2] | out_data[6] | 5.76 | 24 |
| final | row_counter[2] | out_data[6] | 6.18 | 25 |
cell families (layout without fill, tap and decap cells):
kind of cell / Yosys count / after routing / synth area share
AND-OR/OR-AND: 258 / 258 / 0.126
XOR/XNOR: 18 / 18 / 0.0101
adder cells (fa/ha/maj): 240 / 240 / 0.252
buffers and inverters: 257 / 299 / 0.0661
flip-flops: 202 / 202 / 0.323
multiplexers: 193 / 193 / 0.138
other: 1 / 3 / 0.000239
AND/OR/NAND/NOR: 273 / 273 / 0.0852
per-stage QoR:
stage	hold slack [ns]	cell area [um2]
global route	0.512	17700
CTS	0.501	17700
global placement	0.483	16900
detailed placement	0.491	16900
floorplan	0.461	15700
finish	0.498	17700
placed cells by master (no fill, tap or decap), types with 15 or more instances in the layout:
cell type        instances
a22o_1                  15
a22oi_1                 32
buf_4                   29
o21ai_0                 25
or2_2                   22
a222oi_1                41
ha_1                   115
dfrtp_1                201
clkdlybuf4s50_1         41
or2_1                   35
nand2_1                 27
mux2_2                 182
a221oi_1                15
fa_1                   125
nor2_1                 122
a21oi_1                 41
inv_1                  177
clkbuf_16               26
final cells by class:
class / count / area, um2 / area share
multi-input cells: 985 / 9610 / 0.543
flip-flops and latches: 202 / 5060 / 0.286
well taps: 680 / 851 / 0.0481
clock buffers: 40 / 733 / 0.0415
inverters: 179 / 672 / 0.0380
repair buffers: 72 / 662 / 0.0374
clock inverters: 8 / 103 / 0.00580
